### flow/run.sh
#!/bin/bash
# OpenROAD 26Q1-2900-gdf79404cd8, Yosys 0.63+post, stock flow scripts
make -C /OpenROAD-flow-scripts/flow DESIGN_CONFIG=/design/flow/config.mk WORK_HOME=/design/flow/orfs finish
### flow/config.mk
export PLATFORM = sky130hd
export DESIGN_NAME = FIFO
export DESIGN_NICKNAME = FIFO
export VERILOG_FILES = /design/flow/design.v
export SDC_FILE = /design/flow/constraint.sdc
export NUM_CORES = 4
export LEC_CHECK = 1
export CORE_UTILIZATION = 40
export SYNTH_MEMORY_MAX_BITS = 65536
### flow/constraint.sdc
current_design FIFO

set clk_period 6.4
set clk_io_pct 0.2

create_clock -name clk0 -period $clk_period [get_ports {clk}]
create_clock -name clk1 -period $clk_period [get_ports {clkout}]

set non_clock_inputs [all_inputs -no_clocks]
set_input_delay [expr $clk_period * $clk_io_pct] -clock clk0 $non_clock_inputs
set_output_delay [expr $clk_period * $clk_io_pct] -clock clk0 [all_outputs]
### flow/design.v
module FIFO(write_q,
			read_q,
			clk,
			clkout,
			addrin,
			addrout,
			full,
			empty,
			reset,
			sel);
input 	[31:0]	write_q;
input 			clk;
input 			clkout;
input 	[18:0]	addrin;
input 			reset;
input 			read_q;
output 	[23:0]	addrout;
output 			full;
output 			empty;
output 	[31:0] 	sel;
wire 	[18:0] 	addrin;
wire 	[31:0] 	write_q;
wire 			clk;
wire 			clkout;
wire 			reset;
wire 			read_q;
reg 	[31:0] 	sel;
wire 			full;
wire 			empty;
reg 	[23:0] 	addrout;
reg 	[23:0] 	mem			[255:0];
reg 	[8:0] 	write_pointer;
reg 	[8:0] 	read_pointer;
reg 	[4:0] 	counter;
reg 	[1:0] 	state_f;
always@(posedge clk)
	begin
		if(reset) 
			begin
				write_pointer<=9'b000000000;
				counter<=5'b0;
				sel<=32'b0;
				state_f<=2'b00;
				addrout<=24'bzzzzzzzzzzzzzzzzzzzzzzzz;
			end
		else
			begin
				case(state_f)
					2'b00:	begin
								counter<=counter+5'b00001;
								if(write_q[counter])
									begin
										sel[counter]<=1'b1;
										state_f<=2'b01;
									end
							end
					2'b01: 	begin
								state_f<=2'b10;
							end
					2'b10: 	begin
								mem[write_pointer[7:0]]<={addrin[18:12],counter-5'b00001,addrin[11:0]};
								write_pointer<=write_pointer+9'b00000001;
								state_f<=2'b00;
								sel[counter-5'b00001]<=1'b0;
							end
				endcase			
			end
	end
always@(posedge clkout)
	begin
		if(reset) 
			begin
				read_pointer<=9'b000000000;
			end
		else 
			begin
				if(read_q&&~empty)
					begin
						read_pointer<=read_pointer+9'b000000001;
						addrout<=mem[read_pointer[7:0]];
					end
				else addrout<=24'bzzzzzzzzzzzzzzzzzzzzzzzz;
			end
	end
assign empty=(read_pointer==write_pointer);
assign full=(read_pointer=={~write_pointer[8],write_pointer[7:0]});
endmodule
==> run_results.csv <==
group,metric,value,unit
status,status,"completed",
die,core,0.00838,mm²
timing,slew_headroom,43.0,%
cts,cts_tree,"done",
critical_path,critical_path_arrival,3.91,ns
cts,postCtsSetupBuffers,0,
worst_hold_path,holdCritPathClass,"flip-flop to flip-flop",
routing,num_antenna_cells,0,
synthesis,syn-cell-area,0.00354,mm²
routing,route.detailed.drc,0,
cells_and_area,syn2layout_area_growth,20.0,%
critical_path,cp.required,6.61,ns
cells_and_area,logic_area,0.00207,mm²
routing,detail-route-antenna-nets,0,
placed_design,pre_cts_slack,2.38,ns
die,chipWidth,96.1,µm
timing,hold_viol,0,
global_route,grtUsageTotal,19.7,%
synthesis,yosys_area,0.00354,mm²
routing,drt_iter0_markers,158,
cts,clock-sinks,58,
cells_and_area,n_fill_cell,811,
synthesis,synth_top_cell_by_area,"dfxtp_1",
synthesis,syn_inst,379,
critical_path,worstPathCellList,"clkdlybuf4s50_1 -> mux4_2 -> o22ai_1 -> a311o_2 -> a31oi_1 -> or4b_1 -> a32o_1",
timing,setup_violations,0,
synthesis,synth_cell_types,61,
die,fp_util,42.3,%
timing,slew_violations,0,
synthesis,avgSynthCellArea,9.35,µm²
critical_path,cpPeakStageDelay,0.65,ns
timing,setup_tns,0,ns
global_route,grt_start_max_net_pins,53,
placed_design,gp_congestion,0.934,
die,io_pins,113,
timing,finalClockSkew,0.0146,ns
die,die-area,0.00924,mm²
power,leakage,1.57,nW
critical_path,start_kind,"primary input",
critical_path,cp_max_fo,7,
routing,num_vias,3022,
cells_and_area,drive_gt1_share,8.18,%
timing,worst_pin_slew,0.851,ns
critical_path,slowest_stage,"a31oi_1",
die,die-height,96.1,µm
critical_path,crit_type,"primary input to flip-flop",
cts,hold_buffers,0,
synthesis,yosys-top-cells-count,"58 x dfxtp_1, 37 x nor2_1, 24 x buf_4, 24 x xor2_1, 22 x nand2_1",
flow_run,drv_cap,0,
synthesis,topCellsByArea,"dfxtp_1 33%, xor2_1 5.9%, buf_4 5.1%, nor2_1 3.9%, ha_1 3.5%",
synthesis,synth_dominant_cell_count,"dfxtp_1",
cells_and_area,regArea,0.00116,mm²
routing,routedWlPerCell,15.7,µm
synthesis,ys_cells,379,
global_route,antenna_found_initial,0,
critical_path,crit_path_end_kind,"flip-flop",
synthesis,ys_ff,58,
synthesis,edf_count,0,
synthesis,seq_area_frac_synth,32.8,%
die,num_rows,33,
synthesis,ff_type,"dfxtp_1",
routing,first_pass_iters,4,
global_route,grt_first_pass_wirelength,13700,µm
power,ir_drop,0.175,mV
global_route,grt.overflow.total,0,
global_route,grt_pass1_vias,2712,
placed_design,hpwlAfterDp,6240,µm
synthesis,synth_warnings,51,
cts,path_clk_slew,0.09,ns
cts,post_cts_resized,0,
placed_design,io_buffers,68,
routing,drt_wl_total,8580,µm
synthesis,top_cell_area_share,32.8,%
timing,worst_slack,2.70,ns
timing,rsz0062_at_grt,"false",
power,power.density,346,mW/mm²
routing,viasPerCell,5.54,
flow_run,warnings,52,
synthesis,async_reset_ff_share,0,%
==> cells by family after synthesis <==
group	after synthesis	synth area share (%)
compound gates	77	17.1
xor+xnor	39	10.6
fa+ha+maj	10	3.53
buf+inv	57	11.1
flops	58	32.8
mux	14	6.46
other cells	1	0.106
simple gates	123	18.3
==> metrics by stage <==
step           utilization [%]  instance area, µm²  hold WS, ns  power, mW  cells
2_1_floorplan                -                3630        0.414       1.04    402
3_3_place_gp              49.2                4130        0.421       1.23    534
3_5_place_dp              49.2                4130        0.433       1.22    534
4_1_cts                   50.7                4250        0.440       1.46    545
5_1_grt                   50.7                4250        0.458       1.57    545
6_report                  50.7                4250        0.437       1.47    545
==> state kept, by name, summed over array words and instances (netlist names) <==
name           cells
counter            5
read_pointer       9
sel               32
state_f            3
write_pointer      9
==> final cells by class <==
type                            instances  share of cell area [%]
Multi-Input combinational cell        287                    48.8
Timing Repair Buffer                   73                    16.9
Tap cell                              105                    3.09
Sequential cell                        58                    27.3
Clock inverter                          1                   0.206
Clock buffer                           10                    2.77
Inverter                               11                   0.971
==> per-layer routing <==
| metal | vias to the layer above | share of wire (%) | track usage, % |
|---|---|---|---|
| li1 | 1482 | - | - |
| met1 | 1408 | 48 | 31.2 |
| met2 | 120 | 43 | 28.1 |
| met3 | 12 | 7.7 | 4.98 |
| met4 | 0 | 0.96 | 2.99 |
| met5 | - | 0 | 0 |
==> layout by cell type, fill, tap and decap left out, types with 5 or more instances in the layout <==
cell type / instances
a311oi_1: 11
nor2_1: 37
clkbuf_8: 8
and3_1: 8
ha_1: 10
a31o_2: 5
a211oi_1: 12
dfxtp_1: 58
mux2i_1: 6
nand4_1: 9
buf_4: 5
nor3_1: 8
xnor2_1: 12
and2_1: 5
a31oi_1: 16
a41oi_1: 10
conb_1: 24
nor4_1: 12
inv_1: 11
xor2_1: 24
nand2_1: 22
clkdlybuf4s50_1: 68
==> worst paths after layout <==
path / start / to / slack [ns] / depth (start not counted)
max in group clk1: read_q / read_pointer[4] / 3.64 / 6
hold reg to reg: state_f[2] / state_f[1] / 0.44 / 1
setup / recovery: write_q[17] / sel[23] / 2.70 / 7
hold / removal: state_f[2] / state_f[1] / 0.44 / 1
min in group clk1: read_pointer[8] / read_pointer[8] / 0.53 / 2
setup reg to reg: counter[1] / sel[0] / 2.83 / 8
==> report_power, final <==
group          switching, mW  internal, mW
logic                  0.504         0.289
clock network          0.121         0.119
registers             0.0465         0.389
total                  0.672         0.798
==> worst max-delay path: cells and delay by family <==
family | cells | cell delay (ns)
AND/OR/NAND/NOR | 1 | 0.54
buffers and inverters | 1 | 0.45
multiplexers | 1 | 0.22
AND-OR/OR-AND | 4 | 1.41
Power and IR drop assume default switching activity.
