`flow/config.mk`:
```
export PLATFORM = sky130hd
export DESIGN_NAME = time_mod
export DESIGN_NICKNAME = time_mod
export VERILOG_FILES = /design/flow/design.v
export SDC_FILE = /design/flow/constraint.sdc
export NUM_CORES = 4
export LEC_CHECK = 1
export CORE_AREA = 10 10 70 70
export DIE_AREA = 0 0 80 80
```
`flow/constraint.sdc`:
```
current_design time_mod

set clk_period 2.1
set clk_io_pct 0.2

create_clock -name clk0 -period $clk_period [get_ports {pro_full}]

set non_clock_inputs [all_inputs -no_clocks]
set_input_delay [expr $clk_period * $clk_io_pct] -clock clk0 $non_clock_inputs
set_output_delay [expr $clk_period * $clk_io_pct] -clock clk0 [all_outputs]
```
`flow/design.v`:
```
module time_mod(pro_full,timeout,reset);
input pro_full;
input reset;
output [6:0]timeout;
wire pro_full;
wire reset;
reg [6:0]timeout;
always@(posedge pro_full or posedge reset)
	begin
		if(reset)
			timeout<=7'b0;
		else
			timeout<=timeout+7'b0000001;
	end
endmodule
```
`flow/run.sh`:
```
#!/bin/bash
# OpenROAD 26Q1-2900-gdf79404cd8, Yosys 0.63+post, stock flow scripts
make -C /OpenROAD-flow-scripts/flow DESIGN_CONFIG=/design/flow/config.mk WORK_HOME=/design/flow/orfs finish
```
==> impl_metrics.csv <==
group,metric,value,unit
status,status,"finished, final reports clean",
worst_setup_path,cpPeakStageDelay,0.52,ns
worst_setup_path,cp-start-kind,"flip-flop",
grt,grt-ovfl-total,0,
routing,drcViolationCount,0,
sta,fmax,0.628,GHz
sta,finalSetupViolCount,0,
routing,wirelength,636,um
logic_synthesis,synthesis.area,265,um^2
logic_synthesis,ys_seq_elements,7,
cts,postCtsSetupBuffers,0,
place,port-buffer-count,8,
cts,post_cts_resized,0,
final_layout,largest_register,"timeout",
routing,vias,175,
logic_synthesis,edf_count,0,
power_and_ir_drop,p_leak,0.177,nW
sta,rsz0062_at_grt,"false",
sta,relSlewSlack,82.8,%
logic_synthesis,synth_top_area_share,66.0,%
final_layout,syn2layout_area_growth,61.8,%
logic_synthesis,async_reset_ff_share,100,%
floorplanning,die_h,80,um
grt,antenna_found_initial,0,
sta,hold_viol,0,
floorplanning,fp-row-count,21,
routing,vias_per_cell,2.24,
routing,final_antenna_net_count,0,
routing,drt_pass1_iterations,2,
sta,slew_viol_final,0,
flow_run,max_cap_viol_count,0,
logic_synthesis,yosys-stat-cells,20,
cts,postCtsHoldBufs,0,
final_layout,seq_area,175,um^2
final_layout,largest_reg_flops,7,
grt,grt_pass1_vias,211,
logic_synthesis,yosysWarnings,1,
sta,hold-worst-slack,0.399,ns
cts,cts-root-buf,"clkbuf_4",
worst_setup_path,crit_chain,"clkdlybuf4s50_1",
final_layout,top_regs,"timeout: 7 flops",
final_layout,final_layout_size_suffix_gt1_share,9.38,%
worst_setup_path,path_max_fanout,5,
sta,fin_skew,0.00382,ns
cts,htreeDepth,1,
logic_synthesis,postSynthAreaPerCell,13.3,um^2
logic_synthesis,ys_seq_share,66.0,%
cts,clk_pin_slew,0.05,ns
logic_synthesis,yosysUniqueCellTypes,7,
final_layout,nFillCells,404,
logic_synthesis,syn_inst,20,
power_and_ir_drop,worst_ir_drop_vdd,0.147,mV
worst_setup_path,path_delay_family,"buffers and inverters",
routing,num_antenna_cells,0,
final_layout,logic_area,82.6,um^2
logic_synthesis,synthTopCellsByArea,"dfrtp_1 66%, xnor2_1 13%, nand3_1 7.5%, ha_1 4.7%, xor2_1 3.3%",
cts,clk_latency,0.25,ns
floorplanning,pin_count,9,
sta,setup_tns,0,ns
grt,grt_use_total,2.16,%
worst_setup_path,worstSetupPathType,"flip-flop to primary output",
hold_path,hold_class,"input port to async pin",
floorplanning,die_x,80,um
worst_setup_path,critPathCaptureType,"primary output",
grt,grt_pass1_wl,1050,um
worst_setup_path,slowest_stage,"clkdlybuf4s50_1",
cts,cts_tree,"built",
grt,grt_max_degree,8,
cts,cts.sinks,7,
logic_synthesis,flop_cell,"dfrtp_1",
worst_setup_path,crit_required,1.68,ns
cts,cts_buffer_depth,2,
worst_setup_path,path_buffers,1,
worst_setup_path,worstPathArrival,1.17,ns
cts,cts_buffers,3,
logic_synthesis,ys_chip_area,265,um^2
flow_run,warnings,25,
power_and_ir_drop,powerDensity,604,nW/um^2
sta,finalCriticalPeriod,1.59,ns
logic_synthesis,synth.largest_area_cell,"dfrtp_1",
floorplanning,fp_util,7.77,%
logic_synthesis,top_cells_by_count,"7 x dfrtp_1, 4 x nand3_1, 4 x xnor2_1",
sta,finalCritPeriodShare,75.8,%
logic_synthesis,yosysMostFrequentCell,"dfrtp_1",
floorplanning,coreArea,3420,um^2
floorplanning,chipArea,6400,um^2
routing,drt_iter0_drc,4,
sta,worst_pin_slew,0.258,ns
place,gp_congestion,0.689,
routing,wl_per_cell,8.15,um
## layout by cell type, fill, tap and decap left out
| master | synthesis | layout |
|---|---|---|
| xnor2_1 | 4 | 4 |
| ha_1 | 1 | 1 |
| clkbuf_1 | 0 | 1 |
| clkbuf_4 | 0 | 3 |
| dfrtp_1 | 7 | 7 |
| nand3_1 | 4 | 4 |
| and3_1 | 1 | 1 |
| inv_1 | 2 | 2 |
| clkdlybuf4s50_1 | 0 | 8 |
| xor2_1 | 1 | 1 |
## per-layer routing
| metal | global-route usage, % | up-vias | wire length, um |
|---|---|---|---|
| met3 | 1.36 | 0 | 47 |
| met2 | 4.09 | 2 | 395 |
| met4 | 0.704 | 0 | 0 |
| li1 | - | 88 | - |
| met1 | 1.75 | 85 | 193 |
| met5 | 0 | - | 0 |
## where the power goes
group / total [mW] / leakage [nW] / switching (mW) / internal (mW)
Sequential: 0.135 / 0.0880 / 0 / 0.135
Combinational: 0.00436 / 0.0735 / 0.00262 / 0.00174
Clock: 0.120 / 0.0150 / 0.0472 / 0.0724
## cell type report
| type | count | share of cell area [%] |
|---|---|---|
| Inverter | 2 | 1.75 |
| Tap cell | 46 | 13.4 |
| Multi-Input combinational cell | 11 | 19.2 |
| Clock buffer | 4 | 6.12 |
| Sequential cell | 7 | 40.8 |
| Timing Repair Buffer | 8 | 18.7 |
## per-stage QoR
stage	power (mW)	util (%)	instance area, um^2	worst slack, ns	cells
after floorplan	0.139	-	265	1.20	20
after global placement	0.142	11.8	403	0.756	74
after detailed placement	0.142	11.8	403	0.750	74
after CTS	0.264	12.6	429	0.480	78
after global routing	0.274	12.6	429	0.433	78
final	0.259	12.6	429	0.509	78
## worst register-to-register path: stages, from the launching register on
cell and delay, ns:
dfrtp_1 0.41, ha_1 0.24, nand3_1 0.11, xnor2_1 0.14
## logic make-up (layout without fill, tap and decap cells)
family | after synthesis | after routing | share of synthesized area (%)
xor gates and xnor gates | 5 | 5 | 16.5
adders and majority gates | 1 | 1 | 4.72
buffers and inverters | 2 | 14 | 2.83
DFF | 7 | 7 | 66.0
and+or+nand+nor | 5 | 5 | 9.91
## worst paths after layout
check                            from    endpoint  slack [ns]  cells past startpoint
setup / recovery           timeout[2]  timeout[2]        0.51                      1
hold / removal                  reset  timeout[6]        0.40                      2
setup reg to reg           timeout[0]  timeout[4]        1.09                      3
hold reg to reg            timeout[6]  timeout[6]        0.48                      1
max in group asynchronous       reset  timeout[2]        1.49                      2
min in group clk0          timeout[6]  timeout[6]        0.48                      1
Power figures rest on the tool's default switching activity, not on a simulated workload.
