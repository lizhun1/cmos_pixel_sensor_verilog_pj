`./run.sh`:
```
#!/bin/bash
# OpenROAD 26Q1-2900-gdf79404cd8, Yosys 0.63+post, stock flow scripts
make -C /OpenROAD-flow-scripts/flow DESIGN_CONFIG=/design/flow/config.mk WORK_HOME=/design/flow/orfs finish
```
`./config.mk`:
```
export PLATFORM = sky130hd
export DESIGN_NAME = dcol_reader
export DESIGN_NICKNAME = dcol_reader
export VERILOG_FILES = /design/flow/design.v
export SDC_FILE = /design/flow/constraint.sdc
export NUM_CORES = 4
export LEC_CHECK = 1
export CORE_UTILIZATION = 50
```
`./constraint.sdc`:
```
current_design dcol_reader

set clk_period 5.2
set clk_io_pct 0.2

create_clock -name clk0 -period $clk_period [get_ports {clk}]

set non_clock_inputs [all_inputs -no_clocks]
set_input_delay [expr $clk_period * $clk_io_pct] -clock clk0 $non_clock_inputs
set_output_delay [expr $clk_period * $clk_io_pct] -clock clk0 [all_outputs]
```
`./design.v`:
```
module dcol_reader(	full,
					empty,
					addrin,
					clk,
					readin,
					addrout,
					reset,
					resetpe,
					write_q,
					sel);
input 			full;
input			empty;
input 	[14:0]	addrin;
input			clk;
input 			reset;
input 			sel;
output 			readin;
output 	[18:0]	addrout;
output 			resetpe;
output 			write_q;
wire 			sel;
wire 			full;
wire 			empty;
wire 	[14:0] 	addrin;
wire 			reset;
reg 			write_q;
reg 			resetpe;
reg 			readin;
reg 	[18:0]	addrout;
reg 	[14:0] 	mem[7:0];
reg 	[2:0]	pointer;
reg 	[1:0] 	state_dcol;
reg    	[1:0]		wait_two_clk;
parameter IDLE=2'b00;
parameter READ=2'b01;
parameter WAIT=2'b11;
parameter DATA=2'b10;
always@(posedge clk)
	begin
		if(reset==1'b1) 
			begin
				state_dcol<=IDLE;
				resetpe<=1'b1;
				readin<=1'b0;
				wait_two_clk=2'b00;
			end
		else
			begin
				resetpe<=1'b0;
				case(state_dcol)
					IDLE : 	begin
								addrout<=19'bzzzzzzzzzzzzzzzzzzz;
								pointer<=3'b111;
								write_q<=1'b0;
								readin<=1'b0;
								if(empty) 
									begin
										resetpe<=1'b1;
									end	
								if(full) 
									begin
										state_dcol<=READ;
										readin<=1'b1;
									end
							end
					READ :	begin
								if(readin)
									begin
										pointer<=pointer+3'b001;
										mem[pointer]=addrin;
									end
								if(pointer==3'b111) 
									begin
										if(mem[0][0]|mem[1][0]|mem[2][0]|mem[3][0]|mem[4][0]|mem[5][0]|mem[6][0]|mem[7][0]) 
											begin
												write_q<=1'b1;
												state_dcol<=WAIT;
												addrout<=19'bzzzzzzzzzzzzzzzzzzz;
												readin<=1'b0;
												pointer<=3'b000;
											end
									end	
								if(empty) 
									begin
										resetpe<=1'b1;
										state_dcol<=IDLE;
									end	
							end
					WAIT :	begin
								if(sel) 
									begin
										state_dcol<=DATA;
										addrout[18:8]<=mem[0][14:4];
										addrout[0]<=mem[0][0];
										addrout[1]<=mem[1][0];
										addrout[2]<=mem[2][0];
										addrout[3]<=mem[3][0];
										addrout[4]<=mem[4][0];
										addrout[5]<=mem[5][0];
										addrout[6]<=mem[6][0];
										addrout[7]<=mem[7][0];
									end
							end				
					DATA :	begin
								state_dcol<=READ;
								write_q<=1'b0;
								readin<=1'b1;
								mem[0]<=15'b0;
								mem[1]<=15'b0;
								mem[2]<=15'b0;
								mem[3]<=15'b0;
								mem[4]<=15'b0;
								mem[5]<=15'b0;
								mem[6]<=15'b0;
								mem[7]<=15'b0;
								addrout<=19'bzzzzzzzzzzzzzzzzzzz;
								if(empty) 
									begin
										resetpe<=1'b1;
										state_dcol<=IDLE;
									end
							end
				endcase
			end
	end
endmodule
```
==> deck_impl_summary.md <==
Key Metrics from the Run

Outcome
  – Outcome: finished clean

Floorplan
  – Die Size: 4555 um2
  – # rows: 23
  – Die height: 67.49 um
  – IO Count: 42
  – Fp util: 52.85%
  – Chip width: 67.49 um
  – Core footprint: 4058 um2

Detailed routing
  – Post-route antenna net violation count: 0
  – Via density: 5.498
  – Starting DRC count in detailed routing: 157
  – Antenna cells: 0
  – Residual DRC count: 0
  – Drt total wl: 3.539 mm
  – Drt wl/cell: 13.56 um
  – Vias: 1435
  – DRT Pass-1 Iters: 5

Cells and area
  – Top Layout Cells: 42 x edfxtp_1, 38 x clkdlybuf4s50_1, 17 x nor2_1, 16 x nand2_1, 11 x and2_1
  – Layout Utilization: 65.68%
  – Area Overhead vs Synth: 24.27%
  – # fillers: 293
  – Sequential cell area: 1381 um2
  – Share of post-route cells with drive strength above 1: 9.479%
  – Commonest Layout Cell: edfxtp_1
  – Gate Area: 708.2 um2

CTS
  – Sink Count: 48
  – Clock root cell: clkbuf_8
  – Num CTS Buffers: 5
  – Post-CTS Hold Fix Bufs: 0
  – Latency at later pin: 0.30 ns
  – H-tree lvl count: 2
  – Clk slew on worst S/H paths: 0.09 ns
  – CTS tree: built
  – Post-CTS Resized: 0
  – Post-CTS setup repair buffer count: 0
  – Maximum root-to-sink buffer count: 2

Synthesis
  – Ys flops: 48
  – Mapped Area: 2145 um2
  – Asr flop ratio synth: 0%
  – Post-Synthesis Cells: 169
  – Flip-flops with a built-in enable: 42
  – Yosys stat chip area: 2145 um2
  – Synth cell types: 37
  – Ys Warns: 5
  – Commonest flop: edfxtp_1
  – Avg Inst Size Synth: 12.69 um2
  – Ys cells: 169
  – Synth Seq Share: 64.41%

Power and ir drop
  – Flop pwr share: 60.3%
  – Sw frac: 22.59%
  – Power Density: 282.0 nW/um2
  – Sw Pwr: 169.7 uW
  – P_int: 581.8 uW
  – Logic pwr share: 11.2%
  – Pleak: 0.0009854 uW
  – Worst vdd ir: 0.2079 mV
  – Clock share of power: 28.5%

Final timing
  – Slew @ Worst Pin: 0.5663 ns
  – Layout Skew: 0.007181 ns
  – Fin crit period: 3.087 ns
  – RSZ-0062 raised after global routing: no
  – Final setup fails: 0
  – Cycle use final: 59.36%
  – Max frequency: 323.9 MHz
  – Final Max Slew Viols: 0
  – Rel. slew slack: 62.11%
  – Endpoints failing hold: 0
  – Setup_tns: 0 ns

Hold path
  – Worst min path class: register to register

Global routing
  – Vias in the first global route: 1305
  – Antenna violations before repair: 0
  – First-pass GRT wire length: 5.768 mm
  – Total track usage: 18.17%
  – GRT overflow: 0
  – Largest net degree at the start of global routing: 20

Run
  – Tool warnings: 33
  – # Max-Cap Violations: 0

Worst setup path
  – Worst setup EP type: register
  – Critical Path RT: 5.24 ns
  – Crit start category: register
  – WP data arrival: 3.13 ns
  – Worst Path Max Fanout: 19
  – Crit Path Category: register to register

Placed design
  – Post-DP HPWL: 2.515 mm
  – I/O Buffers: 38
  – RePlAce Congestion: 0.9013
-- final timing paths --
check	slack [ns]	cells past startpoint	to	start
max	2.11	10	addrout[1]	pointer[0]
min	0.42	0	addrout[10]	mem[0][6]
min reg2reg	0.42	0	addrout[10]	mem[0][6]
max reg2reg	2.11	10	addrout[1]	pointer[0]
-- kinds of logic after synthesis --
family                   synth area share (%)
multiplexers                            3.267
XOR/XNOR                               0.4085
flip-flops                              64.41
buffers and inverters                   2.801
AND-OR/OR-AND                           10.56
AND/OR/NAND/NOR                         15.05
adder cells (fa/ha/maj)                 3.500
-- critical path, stage by stage (launching register included) --
cell and delay, ns:
edfxtp_1 0.53, ha_1 0.28, ha_1 0.25, nor3b_2 0.42
o21ai_1 0.17, mux2i_1 0.22, nand2_1 0.10, o41a_4 0.41
nor2b_4 0.15, nor3_2 0.05, buf_4 0.22
-- metrics by stage --
step | hold slack [ns] | worst slack, ns | instance area [um2] | power, uW | std cells
final | 0.4212 | 2.113 | 2665 | 751.5 | 261
after CTS | 0.4240 | 2.165 | 2665 | 755.5 | 261
after floorplan | 0.4003 | 1.561 | 2145 | 501.6 | 169
after detailed placement | 0.4052 | 1.913 | 2577 | 546.5 | 253
after global placement | 0.4004 | 1.925 | 2577 | 543.5 | 253
after global routing | 0.4358 | 1.945 | 2665 | 784.1 | 261
-- layer usage --
metal | global-route usage, % | share of wire, % | vias to the layer above
li1 | - | - | 691
met4 | 4.521 | 2.1 | 0
met2 | 27.85 | 49 | 65
met5 | 0 | 0 | -
met3 | 3.767 | 5.8 | 12
met1 | 28.87 | 43 | 667
-- flip-flops by register name, summed over array words and instances, names as in the netlist --
signal	cells
write_q	1
addrout	19
mem	19
resetpe	1
pointer	3
state_dcol	4
readin	1
-- power by group through the flow --
stage     registers [uW]  logic, uW  clock network [uW]
4_1_cts              453       84.8                 217
6_report             453       84.3                 214
5_1_grt              456       94.4                 234
-- cell type report --
type	count	share of cell area (%)
multi-input cells	108	26.57
clock inverters	3	0.7042
flip-flops and latches	48	51.83
clock buffers	5	2.582
well taps	50	2.347
inverters	6	0.8451
repair buffers	41	15.12
-- cells in the mapped netlist, drive strengths merged (2+ instances only) --
master	number	area (um2)
edfxtp	42	1261
nor2	17	63.81
nand2	16	60.06
and2	11	68.82
o21ai	11	55.05
a21oi	10	50.05
mux2i	7	70.07
dfxtp	6	120.1
ha	6	75.07
inv	6	22.52
clkbuf	5	18.77
nand3	4	25.02
nor3	4	20.02
nor3b	4	45.05
a211oi	2	27.53
buf	2	18.77
nand2b	2	12.51
nor2b	2	20.02
Power figures rest on the tool's default switching activity, not on a simulated workload.
